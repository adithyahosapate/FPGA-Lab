$ cat config.mk
export PLATFORM = sky130hd
export DESIGN_NAME = parking_system
export DESIGN_NICKNAME = parking_system
export VERILOG_FILES = /design/flow/design.v
export SDC_FILE = /design/flow/constraint.sdc
export NUM_CORES = 4
export LEC_CHECK = 1
export CORE_UTILIZATION = 50
$ cat constraint.sdc
current_design parking_system

set clk_period 7.3
set clk_io_pct 0.2

create_clock -name clk0 -period $clk_period [get_ports {clk}]

set non_clock_inputs [all_inputs -no_clocks]
set_input_delay [expr $clk_period * $clk_io_pct] -clock clk0 $non_clock_inputs
set_output_delay [expr $clk_period * $clk_io_pct] -clock clk0 [all_outputs]
$ cat design.v
`timescale 1ns / 1ps
module parking_system( 
  input clk,reset_n,
  input sensor_entrance, sensor_exit, 
  input pushbutton_0,input pushbutton_1,
  output[3:0] digit_out,
  output reg GREEN_LED,output reg RED_LED,output reg IDLE_LED
);
parameter IDLE = 3'b000, WAIT_PASSWORD = 3'b001, WRONG_PASS = 3'b010, RIGHT_PASS = 3'b011,STOP = 3'b100;
parameter WAIT_EXIT_PASSWORD = 3'b101, RIGHT_EXIT_PASS = 3'b111;
parameter pass1=4'b1100, pass2=4'b1001, pass3=4'b1010, pass4=4'b0101;  
parameter CAPACITY=4;
reg[2:0] current_state, next_state;
reg[31:0] counter_wait;
reg red_tmp,green_tmp,idle_temp;
reg[4:0] num_cars;
reg [3:0] password_temp;
reg button_old_0;
reg button_old_1;
initial button_old_0=0;
initial button_old_1=0;
reg [3:0] temp_counter;
reg [26:0] delay;
reg flag[0:3];
reg change_flag[0:3];
initial flag[0]=0;
initial flag[1]=0;
initial flag[2]=0;
initial flag[3]=0;
initial change_flag[0]=0;
initial change_flag[1]=0;
initial change_flag[2]=0;
initial change_flag[3]=0;
reg [3:0]counter[0:3];
reg [30:0]delays[0:3];
reg [30:0]show_delay;
initial num_cars=0;
always @(posedge clk)
begin
    current_state <= next_state;
    if(current_state==WAIT_PASSWORD || current_state==WAIT_EXIT_PASSWORD)
    begin
        if (pushbutton_0 == 1'b1 && button_old_0 == 0)
        begin
            password_temp<=password_temp*2;
            temp_counter<=temp_counter+1;  
            button_old_0<=1;
        end
        else if (pushbutton_0 == 1'b0 && button_old_0 == 1)
        begin
          button_old_0<=0;
        end   
      if (pushbutton_1 == 1'b1 && button_old_1 == 0)
        begin
            password_temp<=password_temp*2+1;  
            temp_counter<=temp_counter+1;
            button_old_1<=1;
        end
      else if (pushbutton_1 == 1'b0 && button_old_1 == 1)
        begin
          button_old_1<=0;
        end
    end
    case(current_state)
    IDLE: 
      begin
          temp_counter <= 3'b000;
          password_temp <= 4'b0000;
          if(sensor_entrance == 1 && num_cars < CAPACITY)
              next_state <= WAIT_PASSWORD;
          else if(sensor_exit == 1 && num_cars > 0)
              next_state <= WAIT_EXIT_PASSWORD;
          else
              next_state <= IDLE;
      end
    WAIT_PASSWORD: 
      begin
        if((temp_counter==4)&&((password_temp==pass1)||(password_temp==pass2)||(password_temp==pass3)||(password_temp==pass4)))
        begin
             if(password_temp==pass1)
                flag[0]<=1;
             else if(password_temp==pass2)
                flag[1]<=1;
             else if(password_temp==pass3)
                flag[2]<=1;
             else if(password_temp==pass4)
                flag[3]<=1;   
             next_state <= RIGHT_PASS;
             temp_counter<=0;
             password_temp<=4'b0000;
             num_cars<=num_cars+1;
        end
        else if((temp_counter==4)&&(password_temp!=pass1)&&(password_temp!=pass2)&&(password_temp!=pass3)&&(password_temp!=pass4))
        begin
            next_state <= IDLE;
            temp_counter<=0;
            password_temp<=4'b0000;
        end
        else
            next_state<=WAIT_PASSWORD;
      end
    WAIT_EXIT_PASSWORD: 
      begin
        if((temp_counter==4)&&((password_temp==pass1)||(password_temp==pass2)||(password_temp==pass3)||(password_temp==pass4)))
        begin
             if(password_temp==pass1)
             begin
                flag[0]<=0;
                change_flag[0]<=1;
             end   
             else if(password_temp==pass2)
             begin
                flag[1]<=0;
                change_flag[1]<=1;
             end   
             else if(password_temp==pass3)
             begin
                flag[2]<=0;
                change_flag[2]<=1;
             end   
             else if(password_temp==pass4)
             begin
                flag[3]<=0;
                change_flag[3]<=1;
             end      
             next_state <= RIGHT_EXIT_PASS;
             temp_counter<=0;
             password_temp<=4'b0000;
             num_cars<=num_cars-1;
        end
        else if((temp_counter==4)&&(password_temp!=pass1)&&(password_temp!=pass2)&&(password_temp!=pass3)&&(password_temp!=pass4))
        begin
            next_state <= IDLE;
            temp_counter<=0;
            password_temp<=4'b0000;
        end
        else
            next_state<=WAIT_EXIT_PASSWORD;
      end
    RIGHT_PASS: 
    begin
      delay <= delay+1;
      if(delay==27'b111100011110100001001000000)  
      begin
          delay <= 27'b0;
          next_state <= IDLE;
      end
      else
        next_state<=RIGHT_PASS;
    end
    RIGHT_EXIT_PASS: 
    begin
      delay <= delay+1;
      if(delay==27'b111100011110100001001000000)  
      begin
          delay <= 27'b0;
          next_state <= IDLE;
      end
      else
        next_state<=RIGHT_EXIT_PASS;
    end
    default: 
      next_state <= IDLE;
    endcase
    if(reset_n==1)
      next_state<=IDLE;
    case(current_state)
       IDLE: 
       begin
         idle_temp<=1'b1;
         red_tmp <= 1'b0;
         green_tmp <= 1'b0;
       end
       WAIT_PASSWORD: 
       begin
         idle_temp<=1'b0;
         red_tmp <= 1'b1;
         green_tmp <= 1'b1;
       end
       WAIT_EXIT_PASSWORD: 
       begin
         idle_temp<=1'b1;
         red_tmp <= 1'b1;
         green_tmp <= 1'b1;
       end
       RIGHT_EXIT_PASS: 
       begin
         idle_temp<=1'b1;
         red_tmp <= 1'b0;
         green_tmp <= 1'b1;
       end
       RIGHT_PASS: 
       begin
         idle_temp<=1'b0;
         red_tmp <= 1'b0;
         green_tmp <= 1'b1;
       end
    endcase
    RED_LED <=red_tmp;
    GREEN_LED <= green_tmp;
    IDLE_LED <= idle_temp;
    if(flag[0]==1)
    begin
      delays[0]<=delays[0]+1;
      if(delays[0]==29'b11111100011110100001001000000)
      begin
        delays[0]<=27'd0;
        counter[0]<=counter[0]+1;
      end
    end
    if(flag[1]==1)
    begin
      delays[1]<=delays[1]+1;
      if(delays[1]==29'b11111100011110100001001000000)
      begin
        delays[1]<=27'd0;
        counter[1]<=counter[1]+1;
      end
    end
    if(flag[2]==1)
    begin
      delays[2]<=delays[2]+1;
      if(delays[2]==29'b111100011110100001001000000)
      begin
        delays[2]<=27'd0;
        counter[2]<=counter[2]+1;
      end
    end
    if(flag[3]==1)
    begin
      delays[3]<=delays[3]+1;
      if(delays[3]==29'b111100011110100001001000000)
      begin
        delays[3]<=27'd0;
        counter[3]<=counter[3]+1;
      end
    end 
    if(change_flag[0]==1)
    begin
      if(show_delay==29'b111100011110100001001000000)
      begin
        digit_out<=num_cars;
        show_delay<=0;
        change_flag[0]<=0;
        delays[0]<=0;
        counter[0]<=0;
      end  
      else
        digit_out<=(counter[0]/5);
        show_delay<=show_delay+1;      
    end
    else if(change_flag[1]==1)
    begin
      if(show_delay==29'b111100011110100001001000000)
      begin
        digit_out<=num_cars;
        show_delay<=0;
        change_flag[1]<=0;
        delays[1]<=0;
        counter[1]<=0;
      end  
      else
        digit_out<=(counter[1]/5);
        show_delay<=show_delay+1;      
    end  
    else if(change_flag[2]==1)
    begin
      if(show_delay==29'b111100011110100001001000000)
      begin
        digit_out<=num_cars;
        show_delay<=0;
        change_flag[2]<=0;
        delays[2]<=0;
        counter[2]<=0;
      end  
      else
        digit_out<=(counter[2]/5);
        show_delay<=show_delay+1;      
    end  
    else if(change_flag[3]==1)
    begin
      if(show_delay==29'b111100011110100001001000000)
      begin
        digit_out<=num_cars;
        show_delay<=0;
        change_flag[3]<=0;
        delays[3]<=0;
        counter[3]<=0;
      end  
      else
        digit_out<=counter[3]/5;
        show_delay<=show_delay+1;      
    end    
    else
        digit_out<=num_cars;
end
endmodule
$ cat run.sh
#!/bin/bash
# OpenROAD 26Q1-2900-gdf79404cd8, Yosys 0.63+post, stock flow scripts
make -C /OpenROAD-flow-scripts/flow DESIGN_CONFIG=/design/flow/config.mk WORK_HOME=/design/flow/orfs finish
==> impl_metrics.env <==
# physical design summary
export IMPL_status="finished clean"
export IMPL_fillers=1870
export IMPL_leakage_uw=0.004423
export IMPL_placementRows=54
export IMPL_cts_sinks=237
export IMPL_place_ws_ns=4.128
export IMPL_overflow=0
export IMPL_globalplace_congestion=0.8662
export IMPL_cp_max_fo=21
export IMPL_grt_usage_pct=19.06
export IMPL_grt_antenna_before_repair=0
export IMPL_clk_latency_ns=0.53
export IMPL_final_max_slew_violation_count=0
export IMPL_seqCellArea_um2=5465
export IMPL_grt_pass1_wl_um=35740
export IMPL_synth_cell_types=57
export IMPL_path_delay_family="simple AND/OR/NAND/NOR gates"
export IMPL_drt_iter0_markers=421
export IMPL_finalSetupViolCount=0
export IMPL_synthToLayoutAreaGrowth_pct=10.87
export IMPL_most_common_layout_cells="202 x nor2_1, 165 x dfxtp_1, 121 x xnor2_1"
export IMPL_intPower_uw=2169
export IMPL_design_die_area_um2=23400
export IMPL_worstMarginPinSlew_ns=0.7918
export IMPL_netlist_instances=1198
export IMPL_clock_skew_ns=0.01220
export IMPL_comb_area_um2=5579
export IMPL_fmax_mhz=333.4
export IMPL_tool_warnings=33
export IMPL_cts_buffers=27
export IMPL_worst_ep_arrival_time_ns=3.40
export IMPL_yosysSeqAreaShare_pct=47.95
export IMPL_whs_ns=0.3242
export IMPL_yosys_stat_area_um2=11400
export IMPL_peakVddDrop_uv=185.6
export IMPL_worstSetupPathType="flop to flop"
export IMPL_post_route_period_util_pct=41.09
export IMPL_p_seq_share_pct=50.4
export IMPL_path_cells="or4_1 -> or4_4 -> nor3_2 -> or2_0 -> buf_4 -> nor2_1"
export IMPL_yosys_cells=1198
export IMPL_grt_max_degree=34
export IMPL_viasPerCell=5.331
export IMPL_die_h_um=153.0
export IMPL_relSlewSlack_pct=46.66
export IMPL_fin_util_pct=57.19
export IMPL_drive_gt1_share_pct=5.139
export IMPL_layout_min_cycle_time_ns=2.999
export IMPL_p_per_area_nw_per_um2=213.7
export IMPL_grt_setup_unrepaired="false"
export IMPL_dr_total_vias=8028
export IMPL_synth_edff_count=72
export IMPL_yosysWarnings=14
export IMPL_hold_viol=0
export IMPL_wl_per_cell_um=13.80
export IMPL_layout_setup_ws_ns=4.301
export IMPL_clock_root_buffer="clkbuf_16"
export IMPL_coreArea_um2=22090
export IMPL_cts_setup_buffers=0
export IMPL_maxCapViolCount=0
export IMPL_p_sw_uw=531.9
export IMPL_path_buffers=1
export IMPL_initCoreUtil_pct=51.59
export IMPL_num_io_pins=13
export IMPL_layout_top_cell="nor2_1"
export IMPL_h_tree_depth=1
export IMPL_max_stage_delay_ns=0.58
export IMPL_slowest_stage="or4_1"
export IMPL_required_ns=7.71
export IMPL_place_hpwl_um=13780
export IMPL_drc=0
export IMPL_hold_buffers=0
export IMPL_grt_pass1_vias=7441
export IMPL_postRouteAntennaNets=0
export IMPL_path_clk_slew_ns=0.06
export IMPL_wl_um=20790
export IMPL_synth_area_per_cell_um2=9.514
export IMPL_switching_share_pct=19.69
export IMPL_combPwrFrac_pct=0.9
export IMPL_netlist_area_um2=11400
export IMPL_cts_resized=0
export IMPL_cp_end_kind="flop"
export IMPL_hold_class="flop to flop"
export IMPL_cts_tree="built"
export IMPL_clockPowerShare_pct=48.7
export IMPL_cts_buffer_depth=3
export IMPL_start_kind="flop"
export IMPL_portBuffers=12
export IMPL_die_w_um=153.0
export IMPL_drt_pass1_iter_count=4
export IMPL_tns_ns=0
export IMPL_yosys_most_used_dff="dfxtp_1"
export IMPL_antenna_cells=0
export IMPL_ys_ff=237
export IMPL_synthArstFlopShare_pct=0
## registers in the layout, indices dropped and copies added (netlist names), 3 cells and up
signal and flops:
num_cars 5, counter 16, change_flag 4, delays 124
digit_out 4, delay 27, current_state 3, show_delay 31
flag 4, temp_counter 4, password_temp 4, next_state 3
## logic make-up (layout without fill, tap and decap cells)
group / count (synthesis) / after routing / synth area share [%]
XOR/XNOR: 192 / 192 / 14.75
AND-OR/OR-AND: 42 / 42 / 2.767
adder cells (fa/ha/maj): 27 / 27 / 3.030
multiplexers: 13 / 13 / 1.142
AND/OR/NAND/NOR: 600 / 600 / 27.20
flip-flops: 237 / 237 / 47.95
buffers and inverters: 87 / 115 / 3.151
## worst paths after layout
kind                            slack, ns  depth (start not counted)                     start                        to
worst max-delay path                 4.30                          6  show_delay[15]$_DFFE_PP_      delays[0][8]$_DFF_P_
worst min-delay path                 0.32                          0  next_state[1]$_SDFF_PP0_  current_state[1]$_DFF_P_
worst max register to register       4.30                          6  show_delay[15]$_DFFE_PP_      delays[0][8]$_DFF_P_
worst min register to register       0.32                          0  next_state[1]$_SDFF_PP0_  current_state[1]$_DFF_P_
## cell usage after synthesis (2+ instances only)
master      n  area share (%)
nor4b_1    20             1.5
nor2_1    202             6.7
clkbuf_1   29            0.96
xor2_1     71             5.5
nand2b_1    6            0.33
a21o_1      2            0.13
nor4_1     45             2.5
and2_1     10            0.55
o21ba_2     2            0.18
and4_1     23             1.8
buf_2       8            0.35
o31ai_1     2            0.13
nand4_1    52             2.9
or2_2       3            0.16
nand3b_1    5            0.33
dfxtp_1   165              29
a21oi_1     8            0.35
nand3_1    61             2.7
nor3_1     40             1.8
or3_1       7            0.38
a41o_1      2            0.18
edfxtp_1   72              19
xnor2_1   121             9.3
a211oi_1    7            0.46
nor3b_1     2            0.13
nand2_1    76             2.5
o21ai_0     6            0.26
mux2i_1    13             1.1
nor2b_1    10            0.55
nor4bb_1    4            0.35
buf_6       3            0.30
inv_1      47             1.5
o211ai_1    3            0.20
ha_1       26             2.9
or4_1       5            0.33
and3_1     19             1.0
## per-layer routing
layer / wire (um) / vias up / GRT usage [%]
met5: 0 / - / 0
li1: - / 4207 / -
met4: 404 / 0 / 3.271
met3: 669 / 27 / 2.686
met1: 11050 / 3712 / 32.41
met2: 8667 / 82 / 27.59
## power by group through the flow
stage | Combinational, uW | Clock, uW | Sequential, uW
after global routing | 27.2 | 1410 | 1360
after CTS | 24.2 | 1350 | 1360
final | 23.7 | 1320 | 1360
## through the flow
stage / cells / cell area [um^2] / power [uW]
2_1_floorplan: 1198 / 11400 / 1402
3_3_place_gp: 1459 / 11760 / 1414
3_5_place_dp: 1459 / 11760 / 1414
4_1_cts: 1506 / 12640 / 2739
5_1_grt: 1506 / 12640 / 2799
6_report: 1506 / 12640 / 2701
## worst reg2reg max path, stage by stage (launching register included)
cell and delay, ns:
edfxtp_1 0.41, or4_1 0.58, or4_4 0.52, nor3_2 0.38, or2_0 0.55, buf_4 0.36
nor2_1 0.08
## cell type report
cell class	count	area share (%)
clock buffers	40	6.446
flip-flops and latches	237	43.25
well taps	280	2.773
clock inverters	7	0.4951
repair buffers	21	1.485
inverters	47	1.396
multi-input cells	874	44.15
Power is estimated from default activity; no workload was simulated.
